[flow/run.sh]
#!/bin/bash
# OpenROAD 26Q1-2900-gdf79404cd8, Yosys 0.63+post, stock flow scripts
make -C /OpenROAD-flow-scripts/flow DESIGN_CONFIG=/design/flow/config.mk WORK_HOME=/design/flow/orfs finish
[flow/config.mk]
export PLATFORM = sky130hd
export DESIGN_NAME = hiscore
export DESIGN_NICKNAME = hiscore
export VERILOG_FILES = /design/flow/design.v
export SDC_FILE = /design/flow/constraint.sdc
export NUM_CORES = 4
export LEC_CHECK = 1
export CORE_UTILIZATION = 50
[flow/constraint.sdc]
current_design hiscore

set clk_period 31.0
set clk_io_pct 0.2

create_clock -name clk0 -period $clk_period [get_ports {clk}]

set non_clock_inputs [all_inputs -no_clocks]
set_input_delay [expr $clk_period * $clk_io_pct] -clock clk0 $non_clock_inputs
set_output_delay [expr $clk_period * $clk_io_pct] -clock clk0 [all_outputs]
[flow/design.v]
module hiscore 
#(
	parameter HS_ADDRESSWIDTH=10,							 
	parameter HS_SCOREWIDTH=8,								 
	parameter HS_CONFIGINDEX=3,							 
	parameter HS_DUMPINDEX=4,								 
	parameter CFG_ADDRESSWIDTH=4,							 
	parameter CFG_LENGTHWIDTH=1							 
)
(
	input										clk,
	input										reset,
	input										ioctl_upload,
	input										ioctl_download,
	input										ioctl_wr,
	input		[24:0]						ioctl_addr,
	input		[7:0]							ioctl_dout,
	input		[7:0]							ioctl_din,
	input		[7:0]							ioctl_index,
	output	[HS_ADDRESSWIDTH-1:0]	ram_address,	 
	output	[7:0]							data_to_ram,	 
	output	reg							ram_write,		 
	output									ram_access		 
);
reg [31:0]	START_WAIT			=1'b0;		 
reg [15:0]	CHECK_WAIT 			=8'hFF;		 
reg [15:0]	CHECK_HOLD			=8'd2;		 
reg [15:0]	WRITE_HOLD			=8'd2;		 
reg [15:0]	WRITE_REPEATCOUNT	=8'b1;		 
reg [15:0]	WRITE_REPEATWAIT	=8'b1111;	 
localparam HS_VERSION			=6;			 
localparam HS_DUMPFORMAT		=1;			 
localparam HS_HEADERLENGTH		=4'b1111;	 
wire				downloading_config;
wire				parsing_header;
wire				downloading_dump;
wire				uploading_dump;
reg				downloaded_config = 1'b0;
reg				downloaded_dump = 1'b0;
reg				uploaded_dump = 1'b0;
reg	[3:0]		initialised;
reg				writing_scores = 1'b0;
reg				checking_scores = 1'b0;
assign downloading_config = ioctl_download && (ioctl_index==HS_CONFIGINDEX);
assign parsing_header = downloading_config && (ioctl_addr<=HS_HEADERLENGTH);
assign downloading_dump = ioctl_download && (ioctl_index==HS_DUMPINDEX);
assign uploading_dump = ioctl_upload && (ioctl_index==HS_DUMPINDEX);
assign ram_access = uploading_dump | writing_scores | checking_scores;
assign ram_address = ram_addr[HS_ADDRESSWIDTH-1:0];
reg	[3:0]								state = 4'b0000;			 
reg	[3:0]								next_state = 4'b0000;	 
reg	[31:0]							wait_timer;					 
reg	[CFG_ADDRESSWIDTH-1:0]		counter = 1'b0;			 
reg	[CFG_ADDRESSWIDTH-1:0]		total_entries=1'b0;		 
reg										reset_last = 1'b0;		 
reg	[7:0]								write_counter = 1'b0;	 
reg	[7:0]								last_ioctl_index;			 
reg										last_ioctl_download=0;	 
reg										last_ioctl_upload=0;		 
reg	[7:0]								last_ioctl_dout;			 
reg	[7:0]								last_ioctl_dout2;			 
reg	[7:0]								last_ioctl_dout3;			 
reg	[24:0]							ram_addr;					 
reg	[24:0]							old_io_addr;
reg	[24:0]							base_io_addr;
wire	[23:0]							addr_base;
wire	[(CFG_LENGTHWIDTH*8)-1:0]	length;
wire	[24:0]							end_addr = (addr_base + length - 1'b1);
reg	[HS_SCOREWIDTH-1:0]			local_addr;
wire	[7:0]								start_val;
wire	[7:0]								end_val;
wire [23:0]								address_data_in;
wire [(CFG_LENGTHWIDTH*8)-1:0]	length_data_in;
assign address_data_in = {last_ioctl_dout2, last_ioctl_dout, ioctl_dout};
assign length_data_in = (CFG_LENGTHWIDTH == 1'b1) ? ioctl_dout : {last_ioctl_dout, ioctl_dout};
wire address_we = downloading_config & ~parsing_header & (ioctl_addr[2:0] == 3'd3);
wire length_we = downloading_config & ~parsing_header & (ioctl_addr[2:0] == 3'd3 + CFG_LENGTHWIDTH);
wire startdata_we = downloading_config & ~parsing_header & (ioctl_addr[2:0] == 3'd4 + CFG_LENGTHWIDTH); 
wire enddata_we = downloading_config & ~parsing_header & (ioctl_addr[2:0] == 3'd5 + CFG_LENGTHWIDTH);
dpram_hs #(.aWidth(CFG_ADDRESSWIDTH),.dWidth(24))
address_table(
	.clk(clk),
	.addr_a(ioctl_addr[CFG_ADDRESSWIDTH+2:3] - 2'd2),
	.we_a(address_we & ioctl_wr),
	.d_a(address_data_in),
	.addr_b(counter),
	.q_b(addr_base)
);
dpram_hs #(.aWidth(CFG_ADDRESSWIDTH),.dWidth(CFG_LENGTHWIDTH*8))
length_table(
	.clk(clk),
	.addr_a(ioctl_addr[CFG_ADDRESSWIDTH+2:3] - 2'd2),
	.we_a(length_we & ioctl_wr),
	.d_a(length_data_in),
	.addr_b(counter),
	.q_b(length)
);
dpram_hs #(.aWidth(CFG_ADDRESSWIDTH),.dWidth(8))
startdata_table(
	.clk(clk),
	.addr_a(ioctl_addr[CFG_ADDRESSWIDTH+2:3] - 2'd2),
	.we_a(startdata_we & ioctl_wr), 
	.d_a(ioctl_dout),
	.addr_b(counter),
	.q_b(start_val)
);
dpram_hs #(.aWidth(CFG_ADDRESSWIDTH),.dWidth(8))
enddata_table(
	.clk(clk),
	.addr_a(ioctl_addr[CFG_ADDRESSWIDTH+2:3] - 2'd2),
	.we_a(enddata_we & ioctl_wr),
	.d_a(ioctl_dout),
	.addr_b(counter),
	.q_b(end_val)
);
dpram_hs #(.aWidth(HS_SCOREWIDTH),.dWidth(8))
hiscoredata (
	.clk(clk),
	.addr_a(ioctl_addr[(HS_SCOREWIDTH-1):0]),
	.we_a(downloading_dump),
	.d_a(ioctl_dout),
	.addr_b(local_addr),
	.we_b(ioctl_upload), 
	.d_b(ioctl_din),
	.q_b(data_to_ram)
);
wire [3:0] header_chunk = ioctl_addr[3:0];
always @(posedge clk)
begin
	if (downloading_config)
	begin
		if(parsing_header)
		begin
			if(ioctl_wr & (header_chunk == 4'd3)) START_WAIT <= { last_ioctl_dout3, last_ioctl_dout2, last_ioctl_dout, ioctl_dout };
			if(ioctl_wr & (header_chunk == 4'd5)) CHECK_WAIT <= { last_ioctl_dout, ioctl_dout };
			if(ioctl_wr & (header_chunk == 4'd7)) CHECK_HOLD <= { last_ioctl_dout, ioctl_dout };
			if(ioctl_wr & (header_chunk == 4'd9)) WRITE_HOLD <= { last_ioctl_dout, ioctl_dout };
			if(ioctl_wr & (header_chunk == 4'd11)) WRITE_REPEATCOUNT <= { last_ioctl_dout, ioctl_dout };
			if(ioctl_wr & (header_chunk == 4'd13)) WRITE_REPEATWAIT <= { last_ioctl_dout, ioctl_dout };
		end
		else
		begin
			total_entries <= ioctl_addr[CFG_ADDRESSWIDTH+2:3] - 2'd2;
		end
	end
	if ((last_ioctl_download != ioctl_download) && (ioctl_download == 1'b0))
	begin
		if (last_ioctl_index==HS_CONFIGINDEX) downloaded_config <= 1'b1;
		if (last_ioctl_index==HS_DUMPINDEX) downloaded_dump <= 1'b1;
	end
	if ((last_ioctl_upload != ioctl_upload) && (ioctl_upload == 1'b0))
	begin
		if (last_ioctl_index==HS_DUMPINDEX)
		begin
			uploaded_dump <= 1'b1;
			downloaded_dump <= 1'b1;
		end
	end
	last_ioctl_download <= ioctl_download;
	last_ioctl_upload <= ioctl_upload;
	last_ioctl_index <= ioctl_index;
	if(ioctl_download && ioctl_wr)
	begin
		last_ioctl_dout3 = last_ioctl_dout2;
		last_ioctl_dout2 = last_ioctl_dout;
		last_ioctl_dout = ioctl_dout;
	end
	if(downloaded_config)
	begin
		reset_last <= reset;
		if (reset_last == 1'b1 && reset == 1'b0)
		begin
			wait_timer <= START_WAIT;
			next_state <= 4'b0000;
			state <= 4'b1111;
			counter <= 1'b0;
			initialised <= initialised + 1'b1;
		end
		else
		begin
			if (uploading_dump == 1'b1)
			begin
				if (ioctl_addr == 25'b0) begin
					local_addr <= 0;
					base_io_addr <= 25'b0;
					counter <= 1'b0000;
				end
				if (old_io_addr!=ioctl_addr && ram_addr==end_addr[24:0])
				begin
					counter <= counter + 1'b1;
					base_io_addr <= ioctl_addr;
				end
				ram_addr <= addr_base + (ioctl_addr - base_io_addr);
				local_addr <= ioctl_addr[HS_SCOREWIDTH-1:0];
			end
			if (ioctl_upload == 1'b0 && downloaded_dump == 1'b1 && reset == 1'b0)
			begin
				case (state)
					4'b0000:  
						begin
						local_addr <= 0;
						base_io_addr <= 25'b0;
						counter <= 0;
						writing_scores <= 1'b0;
						checking_scores <= 1'b0;
						state <= 4'b0001;
						end
					4'b0001:  
						begin
						checking_scores <= 1'b1;
						ram_addr <= {1'b0, addr_base};
						state <= 4'b0010;
						wait_timer <= CHECK_HOLD;
						end
					4'b0010:  
						begin
							if(wait_timer != CHECK_HOLD & ioctl_din == start_val)
							begin
								ram_addr <= end_addr;
								state <= 4'b0100;
								wait_timer <= CHECK_HOLD;
							end
							else
							begin
								ram_addr <= {1'b0, addr_base};
								if (wait_timer > 1'b0)
								begin
									wait_timer <= wait_timer - 1'b1;
								end
								else
								begin
									next_state <= 4'b0000;
									state <= 4'b1111;
									checking_scores <= 1'b0;
									wait_timer <= CHECK_WAIT;
								end
							end
						end
					4'b0100:  
						begin
							if (wait_timer != CHECK_HOLD & ioctl_din == end_val)
							begin
								if (counter == total_entries)
								begin
									checking_scores <= 1'b0;
									state <= 4'b1001;
									counter <= 1'b0;
									write_counter <= 1'b0;
									ram_write <= 1'b0;
									ram_addr <= {1'b0, addr_base};
								end
								else
								begin
									counter <= counter + 1'b1;
									state <= 4'b0001;
								end
							end
							else
							begin
								ram_addr <= end_addr;
								if (wait_timer > 1'b0)
								begin
									wait_timer <= wait_timer - 1'b1;
								end
								else
								begin
									state <= 4'b0000;
									checking_scores <= 1'b0;
									wait_timer <= CHECK_WAIT;
								end
							end
						end
					4'b0110:
						begin
							local_addr <= local_addr + 1'b1;
							if (ram_addr == end_addr)
							begin
								if (counter == total_entries) 
								begin 
									state <= 4'b1000;
								end
								else
								begin
									counter <= counter + 1'b1;
									write_counter <= 1'b0;
									base_io_addr <= local_addr + 1'b1;
									state <= 4'b1001;
								end
							end 
							else 
							begin
								state <= 4'b1010;
							end
							ram_write <= 1'b0;
						end
					4'b1000:  
						begin
							ram_write <= 1'b0;
							writing_scores <= 1'b0;
							if(write_counter < WRITE_REPEATCOUNT)
							begin
								state <= 4'b1111;
								next_state <= 4'b1001;
								local_addr <= 0;
								wait_timer <= WRITE_REPEATWAIT;
							end
						end
					4'b1001:   
						begin
							writing_scores <= 1'b1;  
							write_counter <= write_counter + 1'b1;
							state <= 4'b1010;
						end
					4'b1010:  
						begin
							state <= 4'b1110;
							ram_addr <= addr_base + (local_addr - base_io_addr);
							ram_write <= 1'b1;
							wait_timer <= WRITE_HOLD;
						end
					4'b1110:  
						begin
							if (wait_timer > 1'b0)
							begin
								wait_timer <= wait_timer - 1'b1;
							end
							else
							begin
								state <= 4'b0110;
							end
						end
					4'b1111:  
						begin
							if (wait_timer > 1'b0)
								wait_timer <= wait_timer - 1'b1;
							else
								state <= next_state;
						end
				endcase
			end
		end
	end
	old_io_addr<=ioctl_addr;
end
endmodule
module dpram_hs #(
	parameter dWidth=8,
	parameter aWidth=8
)(
	input								clk,
	input			[aWidth-1:0]	addr_a,
	input			[dWidth-1:0]	d_a,
	input								we_a,
	output reg	[dWidth-1:0]	q_a,
	input			[aWidth-1:0]	addr_b,
	input			[dWidth-1:0]	d_b,
	input								we_b,
	output reg	[dWidth-1:0]	q_b
);
reg [dWidth-1:0] ram [2**aWidth-1:0];
always @(posedge clk) begin
	if (we_a) begin 
		ram[addr_a] <= d_a;
		q_a <= d_a;
	end
	else
	begin
		q_a <= ram[addr_a];
	end
	if (we_b) begin 
		ram[addr_b] <= d_b;
		q_b <= d_b;
	end
	else
	begin
		q_b <= ram[addr_b];
	end
end
endmodule
==> impl_metrics.py <==
# Synthesis and PnR figures
metrics = {
    "logic_synthesis": {
        "synth_flops": 3160,
        "yosys_cells": 10200,
        "ys_seq_share_pct": 60.6,
        "yosysWarnings": 56,
        "avgSynthCellArea_um2": 15.2,
        "netlist_area_um2": 155000,
        "ys_area_um2": 155000,
        "edf_count": 3068,
        "synth_cells": 10200,
        "yosysUniqueCellTypes": 93,
        "synthArstFlopShare_pct": 0,
        "ff_type": "edfxtp_1",
    },
    "critical_path": {
        "worstPathRequired_ps": 24800,
        "critPathMostFrequentCell": "clkdlybuf4s50_1",
        "path_buffers": 3,
        "r2r-start": "local_addr[0]",
        "cp_top_family": "simple AND/OR/NAND/NOR gates",
        "reg2reg_slack_ps": 24040,
        "worstPathMaxFanout": 17,
        "rr_worst_depth": 13,
        "worstPathCellList": "clkdlybuf4s50_1 -> or4_1 -> nor2_1 -> and3_1 -> buf_4 -> or3_1 -> clkdlybuf4s50_1",
        "crit_arrival_ps": 8760,
        "start_kind": "input pin",
        "cp_slowest_cell": "or4_1",
        "worstReg2RegEnd": "hiscoredata.q_b[1]",
        "max_stage_delay_ps": 560,
        "crit_type": "in2out",
        "end_kind": "primary output",
    },
    "worst_hold_path": {
        "hold_class": "reg2reg",
        "min_to": "START_WAIT[24]",
        "holdCritStartpoint": "last_ioctl_dout3[0]",
        "holdPathStages": 0,
    },
    "clocking": {
        "cts_resized": 0,
        "htree_levels": 5,
        "cts_buffers": 344,
        "clock_sinks": 3160,
        "post_cts_buffers": 0,
        "cts_hold_buf": 0,
        "cts.path.max_buffers": 4,
        "cts_tree": "done",
        "root_buffer": "clkbuf_16",
        "clk_latency_ps": 970,
        "clkTransAtPathRegs_ps": 60,
    },
    "timing": {
        "period_minus_slack_ps": 14960,
        "holdWs_ps": 417,
        "rsz0062_at_grt": "no",
        "tightest_slew_ps": 1120,
        "setup_viol": 0,
        "finalHoldViolCount": 0,
        "slew_headroom_pct": 25.2,
        "finalCritPeriodShare_pct": 48.2,
        "clock_skew_ps": 57.6,
        "fmax_mhz": 66.9,
        "final.setup.tns_ps": 0,
        "slew_violations": 0,
    },
    "die": {
        "row_count": 204,
        "core_area_um2": 309000,
        "fp-utilization_pct": 50.3,
        "die-height_um": 559,
        "fp.dieW_um": 559,
        "fp.dieArea_um2": 312000,
        "pin_count": 74,
    },
    "flow_run": {
        "max_cap_violations": 0,
        "tool_warnings": 44,
    },
    "routing": {
        "drtIter0Drc": 6836,
        "viasPerCell": 6.38,
        "drc_errors": 0,
        "wl_um": 476000,
        "wire_per_inst_um": 32.7,
        "vias": 92800,
        "firstDrtPassIters": 9,
        "antenna_left": 0,
    },
    "grt": {
        "grt_pass1_vias": 97900,
        "grt_max_degree": 105,
        "grt_use_total_pct": 34.0,
        "grt_pass1_wl_um": 692000,
        "grt_overflow": 0,
        "antenna_found_initial": 20,
    },
    "outcome": {
        "status": "completed",
    },
    "pwr": {
        "p_per_area_nw_per_um2": 54.2,
        "power_leakage_nw": 56.4,
        "worst_ir_drop_vdd_uv": 45.2,
    },
    "placed_design": {
        "hpwlAfterDp_um": 301000,
        "numPortBuffers": 73,
        "place_congestion": 0.970,
    },
    "cells_and_area": {
        "postLayoutCoreUtil_pct": 55.9,
        "layout.cells.most_common": "edfxtp_1",
        "drive_above_1_share_pct": 33.4,
        "syn_to_final_growth_pct": 11.3,
        "mostFrequentLayoutCells": "3,068 x edfxtp_1, 1,517 x mux2_2, 886 x mux4_2, 870 x nand2_1, 742 x o21ai_0",
    },
}
[sequential cells by signal, indices dropped and copies added (netlist names), 24 cells and up]
register             count
START_WAIT              32
address_table.q_b       24
address_table.ram      384
base_io_addr            25
enddata_table.ram      128
hiscoredata.ram       2048
length_table.ram       128
old_io_addr             25
ram_addr                25
startdata_table.ram    128
wait_timer              32
[final cells by class]
cell class,count,area [um^2]
fill,23300,136000
sequential,3160,94000
multi-input combinational,5879,57100
clock buffer,445,9400
tap,4120,5150
timing repair buffer,520,4230
clock inverter,187,1950
inverter,203,778
antenna,30,75.1
[kinds of logic (layout without fill, tap and decap cells)]
group / Yosys count / count (layout) / share of synthesized area (%)
buf+inv: 1155 / 1355 / 2.84
flops: 3160 / 3160 / 60.6
mux: 2442 / 2442 / 24.1
compound gates: 1411 / 1411 / 5.33
simple gates: 1697 / 1697 / 4.68
xor+xnor: 180 / 180 / 1.05
other cells: 1 / 31 / 0.00242
fa+ha+maj: 148 / 148 / 1.35
[worst reg2reg max path: cells and delay by family (launching register included)]
kind,cells,cell delay (ps)
flops,1,360
buf+inv,7,4060
compound gates,3,970
mux,3,1370
[per-stage QoR]
| step | setup slack [ps] | cell area [um^2] | power, mW | std cells |
|---|---|---|---|---|
| global placement | 16000 | 161000 | 5.30 | 13900 |
| finish | 16040 | 173000 | 9.36 | 14500 |
| global route | 15990 | 173000 | 9.62 | 14500 |
| detailed placement | 16060 | 161000 | 5.32 | 13900 |
| floorplan | 17060 | 155000 | 5.11 | 10200 |
| CTS | 16060 | 173000 | 9.42 | 14500 |
[where the power goes]
part | total, mW | internal (mW) | switching, mW
Clock | 4.13 | 2.41 | 1.72
Sequential | 4.70 | 4.69 | 0.0129
Combinational | 0.533 | 0.195 | 0.338
Total | 9.36 | 7.29 | 2.07
[worst max-delay path by stage]
stage | from | endpoint | slack (ps) | cells past startpoint
final | ioctl_index[5] | ram_access | 16040 | 7
after global routing | ioctl_index[5] | ram_access | 15990 | 7
after CTS | ioctl_index[5] | ram_access | 16060 | 7
[layer usage]
layer / up-vias / routed length [um] / GRT usage, %
li1: 39700 / - / -
met1: 46600 / 165000 / 47.0
met2: 5655 / 213000 / 46.2
met3: 820 / 81100 / 23.7
met4: 23 / 16300 / 9.54
met5: - / 850 / 2.68
[synthesized netlist by cell type, types with 23 or more instances]
master,instances,share of area [%]
and2_1,23,0.093
nand3_1,72,0.23
nor4_1,28,0.11
inv_1,199,0.48
mux2i_1,38,0.25
mux4_2,886,13
nor2_1,442,1.1
nand4_1,31,0.13
a21o_1,25,0.12
a22oi_1,41,0.20
o22ai_1,203,0.82
ha_1,115,0.93
a211oi_1,23,0.11
a21oi_1,159,0.51
fa_1,33,0.43
o21ai_0,743,2.4
buf_1,126,0.30
edfxtp_1,3068,59
clkbuf_1,806,2.0
xnor2_1,109,0.62
xor2_1,67,0.38
dfxtp_1,92,1.2
mux2_2,1517,11
a221oi_1,33,0.19
nand2_1,880,2.1
nor3_1,77,0.25
Power figures rest on the tool's default switching activity, not on a simulated workload.
